**/design/flow/config.mk**
```make
export PLATFORM = sky130hd
export DESIGN_NAME = fsm
export DESIGN_NICKNAME = fsm
export VERILOG_FILES = /design/flow/design.v
export SDC_FILE = /design/flow/constraint.sdc
export NUM_CORES = 4
export LEC_CHECK = 1
export CORE_UTILIZATION = 40
```
**/design/flow/constraint.sdc**
```tcl
current_design fsm

set clk_period 50.3
set clk_io_pct 0.2

create_clock -name clk0 -period $clk_period [get_ports {clk}]

set non_clock_inputs [all_inputs -no_clocks]
set_input_delay [expr $clk_period * $clk_io_pct] -clock clk0 $non_clock_inputs
set_output_delay [expr $clk_period * $clk_io_pct] -clock clk0 [all_outputs]
```
**/design/flow/design.v**
```verilog
module fsm(
input clk,
input arst,
input [15:0]s_data,
input s_valid,
input s_last,
output s_ready,
input [7:0]s_keep,
output  reg [15:0] m_data,
output reg m_valid,
output reg m_last,
input  m_ready,
output reg [7:0]m_keep,
input rd_en,
input [11:0]block_len,
output reg last
    );
    reg [11:0]n=0;reg [6:0]temp,temp1,temp2,tem;
    reg [3:0]fifo[128:0];reg[11:0]count; 
    reg [6:0]wr_ptr,rd_ptr;
    reg [3:0]state,next_state;
    parameter s0=3'd0,s1=3'd1,s2=3'd2,s3=3'd3,s4=3'd4,idle=3'd5;
    assign s_ready=m_ready;
    always@(posedge clk)
    begin
    if(~arst) begin
    state<=idle;end
    else
    state<=next_state;
    end
    always@(posedge clk)
    begin
    case(state)
    idle:begin
           next_state=s0;
        end
    s0:begin
          if(s_valid & s_ready)
          begin
            if(s_keep==7'd0)
            next_state=s0;
            else if(s_keep==7'd4)
            next_state=s1;
            else if(s_keep==7'd8)
            next_state=s2;
            else if(s_keep==7'd12)
            next_state=s3;
            else if(s_keep==7'd16)
            next_state=s4;
          end
        end
     s1:begin
           if(s_valid & s_ready)
              begin
                if(s_keep==7'd0)
                next_state=s0;
                else if(s_keep==7'd4)
                next_state=s1;
                else if(s_keep==7'd8)
                next_state=s2;
                else if(s_keep==7'd12)
                next_state=s3;
                else if(s_keep==7'd16)
                next_state=s4;
              end
        end
     s2:begin
          if(s_valid & s_ready)
             begin
               if(s_keep==7'd0)
                 next_state=s0;
                 else if(s_keep==7'd4)
                  next_state=s1;
                  else if(s_keep==7'd8)
                  next_state=s2;
                  else if(s_keep==7'd12)
                   next_state=s3;
                   else if(s_keep==7'd16)
                  next_state=s4;
               end
         end
   s3:begin
     if(s_valid & s_ready)
          begin
            if(s_keep==7'd0)
            next_state=s0;
            else if(s_keep==7'd4)
            next_state=s1;
            else if(s_keep==7'd8)
            next_state=s2;
            else if(s_keep==7'd12)
            next_state=s3;
            else if(s_keep==7'd16)
            next_state=s4;
          end 
          end      
    s4:begin
    if(s_valid & s_ready)
              begin
                if(s_keep==7'd0)
                next_state=s0;
                else if(s_keep==7'd4)
                next_state=s1;
                else if(s_keep==7'd8)
                next_state=s2;
                else if(s_keep==7'd12)
                next_state=s3;
                else if(s_keep==7'd16)
                next_state=s4;
              end
       end          
    endcase
    end
    always@(posedge clk)
    begin
    case(next_state)
    s0:begin
        wr_ptr<=0;
       end
    s1:begin
       fifo[wr_ptr]<=s_data[3:0];
       wr_ptr<=wr_ptr+1;   
       end
    s2:begin
       fifo[wr_ptr]<=s_data[3:0];
       fifo[wr_ptr+1]<=s_data[7:4];
       wr_ptr<=wr_ptr+2;
       end
    s3:begin
       fifo[wr_ptr]<=s_data[3:0];
       fifo[wr_ptr+1]<=s_data[7:4];
       fifo[wr_ptr+2]<=s_data[12:8];
       wr_ptr<=wr_ptr+3;
       end
    s4:begin
          fifo[wr_ptr]<=s_data[3:0];
           fifo[wr_ptr+1]<=s_data[7:4];
           fifo[wr_ptr+2]<=s_data[11:8];
           fifo[wr_ptr+3]<=s_data[15:12];
           wr_ptr<=wr_ptr+4;
       end
    endcase
    end
        always@(posedge clk)
          begin
			 if(s_last==1)
               begin
                 temp<=wr_ptr;
               end
               if(~arst) begin
               rd_ptr<=0;count<=0;
               end
            if(rd_en & m_ready)
              begin
                 if(temp==rd_ptr ) 
                    begin
                       m_data<={{fifo[rd_ptr+3]},{fifo[rd_ptr+2]},{fifo[rd_ptr+1]},{fifo[rd_ptr]}};
                       rd_ptr<=rd_ptr+4;
                       m_keep<=7'd16;
                       m_valid<=1;
                       m_last<=1; 
                       count<=0;
                    end
               else if(temp==rd_ptr+1)
                    begin
                        m_data<={{4'b0},{4'b0},{4'b0},{fifo[rd_ptr]}};
                        rd_ptr<=rd_ptr+1;
                        m_keep<=7'd4;
                        m_valid<=1;m_last=1;
                         temp<=0;  
                        count<=0;      
                    end
              else if(temp==rd_ptr+2)
                   begin
                       m_data<={{4'b0},{4'b0},{fifo[rd_ptr+1]},{fifo[rd_ptr]}};
                       rd_ptr<=rd_ptr+2;
                       m_keep<=7'd8;
                       m_valid<=1;
                       m_last=1; 
                       temp<=0; 
                       count<=0; 
                  end
             else if(temp==rd_ptr+3)
                   begin          
                      m_data<={{4'b0},{fifo[rd_ptr+2]},{fifo[rd_ptr+1]},{fifo[rd_ptr]}};
                      rd_ptr<=rd_ptr+3;
                      m_keep<=7'd12;
                      m_valid<=1;
                      m_last<=1; 
                       temp<=0; 
                      count<=0; 
                   end 
            else
                   begin 
                       if(count+4==block_len)
                       begin
                          m_data<={{4'b0},{4'b0},{4'b0},{fifo[rd_ptr]}};
                          rd_ptr<=rd_ptr+1;
                          m_keep<=7'd4;
                          m_valid<=1;
                          count<=0;
                         last<=1; 
                           m_last<=0; 
                       end
                       else if(count+8==block_len)
                                              begin
                                                 m_data<={{4'b0},{4'b0},{fifo[rd_ptr+1]},{fifo[rd_ptr]}};
                                                 rd_ptr<=rd_ptr+2;
                                                 m_keep<=7'd8;
                                                 m_valid<=1;
                                                 count<=0;
                                                last<=1; 
                                                  m_last<=0; 
                                              end
                        else if(count+12==block_len)
                            begin
                                                                       m_data<={{4'b0},{fifo[rd_ptr+2]},{fifo[rd_ptr+1]},{fifo[rd_ptr]}};
                                                                       rd_ptr<=rd_ptr+3;
                                                                       m_keep<=7'd12;
                                                                       m_valid<=1;
                                                                       count<=0;
                                                                      last<=1; 
                                                                      m_last<=0; 
                                                                    end
                       else if(count<block_len)
                                              begin
                                              m_data<={{fifo[rd_ptr+3],{fifo[rd_ptr+2]},{fifo[rd_ptr+1]},{fifo[rd_ptr]}}};
                                              rd_ptr<=rd_ptr+4;
                                              m_keep<=7'd16;
                                              m_valid<=1;
                                              last<=0;
                                              count<=count+16;
                                                m_last<=0; 
                                              end
                   end
        end
        else
                begin
                m_data<=0;
                m_valid<=0;
                m_last<=0;
                m_keep<=0;
                last<=0;
                end
        end
endmodule
```
**/design/flow/run.sh**
```bash
#!/bin/bash
# OpenROAD 26Q1-2900-gdf79404cd8, Yosys 0.63+post, stock flow scripts
make -C /OpenROAD-flow-scripts/flow DESIGN_CONFIG=/design/flow/config.mk WORK_HOME=/design/flow/orfs finish
```
==> run notes <==
Figures from the flow reports.

Run status:
- The run finished with clean final reports.

STA:
- Summed over all failing endpoints, the final setup total negative slack is 0 ns.
- For reference, the final report shows the max-slew violation count at 0.
- The pin closest to its max-slew limit shows a slew of 1.259 ns.
- Setup repair after global routing left no endpoint under its margin.
- The run puts the final worst setup slack at between 20 and 30 ns.
- The run gives the final cycle utilization of the critical path as 0.4244.
- The run puts the relative slew slack at 0.1605.
- The run puts the count of endpoints failing hold in the final timing report at 0.
- The run gives the clock period minus worst slack as 21.35 ns.
- The run puts the total setup violations reported at the end of the flow at 0.
- The final timing report lists clock skew as slightly above 0.03 ns.
- The run gives the worst hold margin as approximately 0.45 ns.
- The run puts the achievable clock frequency at 46.84 MHz.

CTS:
- The run gives the number of hold-repair buffers added at the cts stage as 0.
- The run puts the number of sinks driven by the clock tree at 577.
- The run gives the clock-pin slew on the worst setup and hold paths as 0.05 ns.
- The run gives the clock tree from TritonCTS as done.
- The run gives the clock latency reported for the late side of the worst-skew pair as 0.72 ns.
- The run gives the post-cts gate resize count as 0.
- Counting the buffers created by CTS gives 75.
- The cell sitting at the root of the clock tree is a sky130_fd_sc_hd__clkbuf_16.
- The run gives the maximum count of clock buffers along a single path as 3.
- Looking at the post-CTS report, the setup buffer insertion count equals 0.
- The run puts the level count of the clock H-tree at 3.

Floorplan:
- The share of the core area taken by cells at floorplan is 0.4035.
- In this run the full chip footprint comes out at 0.1464 sq mm.
- The run puts the number of top-level design ports at 70.
- The run puts the number of placement rows at 139.
- The run puts the horizontal extent of the die at 382.7 um.
- The run puts the core area at 0.1437 sq mm.
- The run gives the height of the die as 382.7 um.

Setup path:
- In this design, the largest share of critical-path delay is due to buffers and inverters.
- The worst setup path is captured at an output port.
- The run gives the type of the setup path with the least slack as in -> out.
- The run puts the data required time at the worst endpoint at 40.24 ns.
- Per STA, the worst path is made up of clkdlybuf4s50_1, buf_4, clkdlybuf4s50_1.
- Looking at the critical path, the single cell with the biggest stage delay is sky130_fd_sc_hd__clkdlybuf4s50_1.
- The run puts the combined buffer and inverter count along the critical path at 3.
- In this design, the stage delay of the slowest critical-path cell is 0.51 ns.
- In this run the worst path has a maximum fanout of 4.
- The cell that appears most often on the critical path is sky130_fd_sc_hd__clkdlybuf4s50_1.
- STA puts the critical path data arrival time at 11.29 ns.
- The worst setup path is launched from an input pin.

Logic synthesis:
- The run gives the post-synthesis mux area share as 0.3861.
- The run puts the synthesized-area fraction occupied by adder cells at 0.007340.
- After synthesis, the chip area reported by Yosys is 0.05796 sq mm.
- The run puts the number of synthesis warnings at 1.
- Of the total synthesized cell area, the portion taken by AND, OR, NAND and NOR gates is 0.1469.
- The run puts the yosys stat cell total at 5902.
- The run gives the count of state elements after synthesis as 577.
- The run puts the async set-or-reset flop fraction in the synthesized netlist at 0.
- The run gives the mean area per synthesized cell as 9.820 sq um.
- The run gives the xor-xnor portion of the synthesized cell area as 0.01427.
- The run puts the portion of the post-synthesis area used by sequential elements at 0.2912.
- The run puts the area of the mapped netlist at 0.05796 sq mm.
- The run gives the number of cells produced by synthesis as 5902.
- The run gives the and-or/or-and share of the synthesized area as 0.1130.
- The synthesis report names the predominant flop master as sky130_fd_sc_hd__edfxtp_1.
- The run gives the main logic family after synthesis as multiplexers.
- Counting flops with a built-in enable in the synthesized netlist gives 532.
- The run gives the count of different cell masters after synthesis as 88.

Drt:
- After detailed routing, the total wire length is ~280000 um.
- The run puts the DRC violation total after the first TritonRoute iteration at 6067.
- Once detail routing completed, the nets flagged for antenna violations numbered 0.
- For this sky-water flow run, the detailed-routed wirelength per cell is reported as 36.58 um.
- The run puts the total DRC errors in the routed layout at 0.
- The run puts the total via count in the routed design at approximately 54000.
- For this run, the detailed router reports a per-instance via density of 6.937.
- The pre-antenna-repair detailed-routing pass consisted of 23 iterations.

Placed design:
- Detailed placement ended at an HPWL of 197000 um.
- The run gives the final weighted congestion in routability-driven placement as 1.107.
- The run puts the number of cells in the design after placement at 7576.
- The run puts the setup slack at placement at approximately 29 ns.
- The placement report lists the number of port buffers as 64.

Power:
- The run puts the leakage power at around 21 nW.
- The run gives the highest ir drop seen on vdd as ~0.042 mV.
- The run puts the power density normalized to cell area at 45.76 mW/mm^2.
- The design draws a little under 3 mW.

Finish:
- The run puts the count of placed standard cells in the final layout, fillers left out at 7752.
- The run gives the fill cell instance count of the final layout as approximately 13000.
- The run puts the post-synthesis to final-layout area growth at 9.050%.
- The run puts the share of layout cells above drive strength 1 at 0.2295.

Min path:
- Checking hold timing, the worst path is listed with class reg -> reg.

Run:
- The run reported a max-capacitance violation count of 0.
- The tool warning count for the run is 39.

Global routing:
- Entering global routing, the biggest net connects 100 pins.
- The run puts the number of global-route vias before repair at roughly 51000.
- After global routing the overflow that remains totals 0.
- The run gives the global-route wire length before repair as 394600 um.
- Summed over all routing layers, the global router reports a total usage of 0.4036.
- The initial antenna violation count is 36.
## worst reg2reg max path: stages, from the launching register on
cell,delay [ns]
sky130_fd_sc_hd__edfxtp_1,0.32
sky130_fd_sc_hd__buf_4,0.42
sky130_fd_sc_hd__buf_4,0.67
sky130_fd_sc_hd__buf_4,0.68
sky130_fd_sc_hd__buf_4,0.63
sky130_fd_sc_hd__buf_4,0.64
sky130_fd_sc_hd__mux4_2,0.64
sky130_fd_sc_hd__mux4_2,0.61
sky130_fd_sc_hd__mux4_2,0.57
sky130_fd_sc_hd__and2_1,0.20
sky130_fd_sc_hd__a2111oi_2,0.46
sky130_fd_sc_hd__o31ai_1,0.15
## synthesized netlist by cell type, types with 21 or more instances
cell type                   number  area, sq um
sky130_fd_sc_hd__mux2_2        365         4110
sky130_fd_sc_hd__nand2_1       892         3348
sky130_fd_sc_hd__edfxtp_1      532        15980
sky130_fd_sc_hd__xor2_1         22        192.7
sky130_fd_sc_hd__o2111ai_1      32        280.3
sky130_fd_sc_hd__buf_4          45        337.8
sky130_fd_sc_hd__mux4_2        547        12320
sky130_fd_sc_hd__and2_1         21        131.4
sky130_fd_sc_hd__inv_1          32        120.1
sky130_fd_sc_hd__a31oi_1        47        294.0
sky130_fd_sc_hd__nor2_1        720         2703
sky130_fd_sc_hd__nor3_1         54        270.3
sky130_fd_sc_hd__a211oi_1       46        345.3
sky130_fd_sc_hd__o21ai_1        85        425.4
sky130_fd_sc_hd__xnor2_1        55        481.7
sky130_fd_sc_hd__clkbuf_1      347         1303
sky130_fd_sc_hd__a21oi_1       310         1551
sky130_fd_sc_hd__ha_1           34        425.4
sky130_fd_sc_hd__mux2i_1       594         5946
sky130_fd_sc_hd__or4_1          37        277.8
sky130_fd_sc_hd__a21o_1         41        307.8
sky130_fd_sc_hd__o22ai_1        36        225.2
sky130_fd_sc_hd__o21ai_0       397         1987
sky130_fd_sc_hd__buf_2          89        445.4
sky130_fd_sc_hd__nand3_1       151        755.7
sky130_fd_sc_hd__dfxtp_1        45        900.9
sky130_fd_sc_hd__nand4_1        27        168.9
sky130_fd_sc_hd__buf_1          30        112.6
## routing by layer
| layer | global-route usage | wire length [um] | vias to the layer above |
|---|---|---|---|
| met2 | 0.5274 | 114800 | 4470 |
| met1 | 0.4772 | 93760 | 26010 |
| met5 | 0.06845 | 1514 | - |
| li1 | - | - | 22220 |
| met3 | 0.2977 | 53280 | 1016 |
| met4 | 0.2253 | 20220 | 58 |
## power by group
part	leakage [nW]	switching [mW]	internal, mW
clock	1.24	0.241	0.325
sequential	5.19	0.0400	0.554
combinational	14.9	1.11	0.619
## stage by stage
stage / util / cell area [sq um]
floorplan: - / 57970
global placement: 0.4219 / 60610
detailed placement: 0.4219 / 60610
CTS: 0.4393 / 63110
global route: 0.4394 / 63120
finish: 0.4400 / 63200
## registers in the layout, summed over array words and instances, names as in the netlist
signal / count
m_valid: 1
last: 1
temp: 7
wr_ptr: 7
fifo: 516
m_last: 1
count: 12
rd_ptr: 7
next_state: 3
state: 3
m_data: 16
m_keep: 3
## kinds of logic (layout without fill, tap and decap cells)
family | after synthesis | after routing
xor gates and xnor gates | 86 | 86
other | 1 | 42
and+or+nand+nor | 2021 | 2021
muxes | 1506 | 1506
adders and majority gates | 34 | 34
buffers and inverters | 551 | 457
DFF | 577 | 577
AOI/OAI and AO/OA | 1126 | 1126
## cells in the final DEF (no fill, tap or decap), types with 16 or more instances in the layout
cell type                         netlist  layout
sky130_fd_sc_hd__diode_2                0      37
sky130_fd_sc_hd__dfxtp_1               45      41
sky130_fd_sc_hd__o21ai_0              397     397
sky130_fd_sc_hd__inv_1                 32      32
sky130_fd_sc_hd__a31oi_1               47      47
sky130_fd_sc_hd__or4_1                 37      37
sky130_fd_sc_hd__clkbuf_16              0      78
sky130_fd_sc_hd__nand2_1              892     892
sky130_fd_sc_hd__o22ai_1               36      36
sky130_fd_sc_hd__o31ai_1               16      16
sky130_fd_sc_hd__o21ai_1               85      85
sky130_fd_sc_hd__a21oi_1              310     310
sky130_fd_sc_hd__a211oi_1              46      46
sky130_fd_sc_hd__and2_1                21      21
sky130_fd_sc_hd__nand3_1              151     151
sky130_fd_sc_hd__o2111ai_1             32      32
sky130_fd_sc_hd__buf_4                 45     231
sky130_fd_sc_hd__o221ai_1              19      19
sky130_fd_sc_hd__edfxtp_1             532     532
sky130_fd_sc_hd__ha_1                  34      32
sky130_fd_sc_hd__nor3_1                54      53
sky130_fd_sc_hd__mux2_2               365     365
sky130_fd_sc_hd__a21o_1                41      41
sky130_fd_sc_hd__mux4_2               547     547
sky130_fd_sc_hd__nor2_1               720     718
sky130_fd_sc_hd__mux2i_1              594     594
sky130_fd_sc_hd__clkdlybuf4s50_1        0      48
sky130_fd_sc_hd__nand4_1               27      27
sky130_fd_sc_hd__xnor2_1               55      49
sky130_fd_sc_hd__xor2_1                22      17
## path summary, 6_finish.rpt
| kind | endpoint | startpoint | cells after the start | slack (ns) |
|---|---|---|---|---|
| setup / recovery | s_ready | m_ready | 3 | 28.95 |
| hold / removal | m_data[11] | m_data[11] | 2 | 0.45 |
| setup reg to reg | m_data[8] | rd_ptr[0] | 11 | 44.14 |
| hold reg to reg | m_data[11] | m_data[11] | 2 | 0.45 |
## final cells by class
type	count	area [sq um]	area share
repair buffers	283	2295	0.03631
multi-input cells	4778	38910	0.6157
clock inverters	42	382.9	0.006058
flip-flops and latches	577	16880	0.2671
well taps	1903	2381	0.03767
clock buffers	97	2123	0.03359
diodes	37	92.59	0.001465
inverters	35	131.4	0.002079
Power figures rest on the tool's default switching activity, not on a simulated workload.
